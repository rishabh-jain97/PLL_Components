==> design/flow/design.v <==
`timescale 1ns / 1ps
module debouncer 
    #(parameter divider = 10)(input signal, input clk_in, 
    output signal_out
    );
    wire signal_Q1;
    wire signal_Q2;
    wire signal_Q2_bar;
    wire clk_divided;
    Debounce_Clock_Div #(divider) div(clk_in, clk_divided);
    Flip_Flop signal_Cap_One (clk_divided, signal, signal_Q1);
    Flip_Flop signal_Cap_Two (clk_divided, signal_Q1, signal_Q2);
    assign signal_Q2_bar = ~signal_Q2;
    assign signal_out = signal_Q1 & signal_Q2_bar;
    endmodule
     module Flip_Flop(input FF_Clk, input D, output reg Q);
        always @(posedge FF_Clk) 
            begin
                Q <= D;   
        end
    endmodule
    module Debounce_Clock_Div #(parameter divider = 1000)(clk_in, clk_out
        );
    input clk_in;  
    output reg clk_out;  
    reg[27:0] counter=28'd0;
    always @(posedge clk_in)
    begin
        counter <= counter + 28'd1;
        if(counter>=(divider-1))
            counter <= 28'd0;
        if (counter <= divider/2)
            clk_out <=1'b0;
        else if (counter > divider/2)
            clk_out <=1'b1;
    end
endmodule
==> design/flow/run.sh <==
#!/bin/bash
# OpenROAD 26Q1-2900-gdf79404cd8, Yosys 0.63+post, stock flow scripts
make -C /OpenROAD-flow-scripts/flow DESIGN_CONFIG=/design/flow/config.mk WORK_HOME=/design/flow/orfs finish
==> design/flow/config.mk <==
export PLATFORM = sky130hd
export DESIGN_NAME = debouncer
export DESIGN_NICKNAME = debouncer
export VERILOG_FILES = /design/flow/design.v
export SDC_FILE = /design/flow/constraint.sdc
export NUM_CORES = 4
export LEC_CHECK = 1
export CORE_AREA = 10 10 78 78
export DIE_AREA = 0 0 88 88
==> design/flow/constraint.sdc <==
current_design debouncer

set clk_period 1.5
set clk_io_pct 0.2

create_clock -name clk0 -period $clk_period [get_ports {clk_in}]

set non_clock_inputs [all_inputs -no_clocks]
set_input_delay [expr $clk_period * $clk_io_pct] -clock clk0 $non_clock_inputs
set_output_delay [expr $clk_period * $clk_io_pct] -clock clk0 [all_outputs]
==> run summary <==
Implementation numbers.

- The global-route usage over all layers is 2.58%.
- In the final timing run, aggregate negative setup slack is 0 ps.
- The number of antenna violations at the first check in global routing is 0.
- The arrival time at the worst endpoint is between 1000 and 1500 ps.
- The final worst-path cycle share is between 80% and 90%.
- The post-synthesis sequential area ratio is 72.9%.
- Once detailed placement completed, the half-perimeter wirelength came to between 600 and 700 um.
- The internal power is 1.35 mW.
- The worst endpoint required time is 1650 ps.
- The worst hold-check path type is reg2reg.
- The run finished with clean final reports.
- The count of cells in the finished layout, fillers not included, comes to 146.
- The critical path's slowest cell is sky130_fd_sc_hd__a2111o_1.
- The startpoint identified for the worst register-to-register timing path is div.counter[17].
- After layout, the setup clock skew is reported as between 1.5 and 2 ps.
- The library cell occupying the most area in the post-synthesis netlist is sky130_fd_sc_hd__dfxtp_1.
- The clock network accounts for roughly half of the total power.
- The post-route utilization of the core is recorded as 26.0%.
- The count of hold buffers inserted by post-cts repair is 0.
- The worst hold slack after final layout is 536 ps.
- Per the detail_route report, DRC violations left total 0.
- The via count of the first global-routing pass came to 395.
- In this run the worst path has a maximum fanout of 5.
- Timing would allow up to between 700 and 800 MHz.
- CTS added clock buffers totalling 5.
- The critical path is of the reg2reg type.
- For this run, the leading register cell type out of synthesis is sky130_fd_sc_hd__dfxtp_1.
- The worst setup slack for register-to-register paths is 180 ps.
- The total power per unit cell area is 1410 nW/um^2.
- The post-route netlist has 14.9% of its cells at a drive strength greater than 1.
- The switching component of the power is approximately 0.27 mW.
- Listed in order, past its start point the critical path passes nor4_2, nand4_2, a2111o_1.
- The TritonCTS clock tree is done.
- The average cell area after synthesis is 13.9 sq um.
- Once placement completed, the tool counted placed cells totaling 138.
- The maximum buffer depth of the clock tree is 2.
- Yosys mapped the design onto 18 distinct sky130hd cell types.
- VDD sags by at most ~0.87 mV.
- The area of placed instances is 1020 sq um.
- The depth of the worst register-to-register path is 3.
- After synthesis, the most frequently instantiated cells are sky130_fd_sc_hd__dfxtp_1 (31), sky130_fd_sc_hd__nor2b_1 (4), sky130_fd_sc_hd__nor4_2 (4).
- The setup slack of the critical path after layout is roughly 180 ps.
- The total of max-cap violations is 0.
- The die boundary height is between 80 and 90 um.
- The area of the chip is 7740 sq um.
- STA classifies the critical path endpoint as a register.
- The post-route antenna net violation count is 0.
- The global-route wire length before repair is 1.60 mm.
- The total power is 1.62 mW.
- The ratio of routed vias to standard cells is 3.12.
- Per the finish-stage timing summary, setup violations number 0.
- Setup repair after global routing left no endpoint under its margin.
- The x dimension of the die is 88 um.
- The timing endpoint of the critical path is div.clk_out.
- Counting pins that exceed their max-slew limit in the final report gives 0.
- In this run the cell area of the synthesized design comes to 851 sq um.
- Once synthesis finished, the tally of register bits stood at 31.
- Summing all non-filler instances in the final layout gives an area of 1150 sq um.
- The chip area line in the Yosys stat output reads 851 sq um.
- The most instantiated library cell after synthesis is sky130_fd_sc_hd__dfxtp_1.
- The post-synth tally of flip-flops with integrated enable is 0.
- Looking at the reg2reg group, the worst path ends at div.clk_out.
- The fraction of post-synthesis cell area in the top cell type by area is 72.9%.
- The script logs the mean routed wire length per placed instance as 6.65 um.
- On the worst path, the slowest cell contributes a delay of just over 400 ps.
- The source-to-sink clock delay at the later pin of the worst-skew pair is between 200 and 300 ps.
- The share of the core filled by cells before placement is 19.3%.
- The aggregate global routing overflow is 0.
- The core outline area is approximately 4400 sq um.
- The number of primary I/O pins is 3.
- The number of iterations in the first detailed-routing pass is 2.
- In the synthesized netlist, the number of instances is 61.
- The part of the power in registers is between 50% and 60%.
- The most critical setup path has its startpoint at div.counter[17].
- The count of unclocked register or latch pins is 2.
- Compared with the post-synthesis result, the final layout area differs by 35.1%.
- The combinational fraction of design power is 0.8%.
- The port buffer count is 2.
- The cell leakage power is 0.466 nW.
- The count of endpoints without a timing constraint is 3.
- The smallest clock period supported by the final layout is computed as 1320 ps.
- For this run, the script counts the antenna cells in the layout as 0.
- Detailed routing inserted a total of 455 vias.
- The switching share of power is 16.5%.
- The clock input transition at the sequential cells of the worst setup and hold paths is 50 ps.
- The final weighted congestion in routability-driven placement is 0.751.
- The violation count after the first detailed-route iteration is 10.
- The warning total across the stage logs is 27.
- The pre-CTS worst setup slack is 122 ps.
- Counting endpoints that fail hold in the final report gives 0.
- In this run the post-CTS setup repair buffer count came out at 0.
- Counting flops with an async set or reset pin after synthesis yields a share of 0%.
- The number of placement rows is 24.
- The master cell of the clock root buffer is sky130_fd_sc_hd__clkbuf_8.
- The post-synthesis cell count from yosys is 61.
- Ranked by total cell area, the synthesized netlist is headed by sky130_fd_sc_hd__dfxtp_1 (73%), sky130_fd_sc_hd__nor4_2 (5.9%), sky130_fd_sc_hd__ha_1 (4.4%), sky130_fd_sc_hd__nor2b_1 (2.9%), sky130_fd_sc_hd__nor4_1 (2.2%).
- The largest net degree at the start of global routing is 10.
- The worst setup path is launched from a register.
- The warning count from the yosys run is 2.
- Wires add up to 971 um.
- Per the CTS log, the maximum H-tree level is 2.
-- cells by family after synthesis --
group	count (synthesis)	synth area share [%]
simple gates	19	17.1
flops	31	72.9
fa+ha+maj	3	4.41
compound gates	4	3.82
buf+inv	3	1.32
other cells	1	0.441
-- power groups by stage --
| stage | Clock, mW | Sequential, mW | Combinational [mW] |
|---|---|---|---|
| 4_1_cts | 0.809 | 0.819 | 0.0136 |
| 5_1_grt | 0.840 | 0.820 | 0.0165 |
| 6_report | 0.788 | 0.818 | 0.0129 |
-- worst max-delay path: cells and delay by family (launching register included) --
kind | cells | cell delay (ps)
simple gates | 2 | 490
flops | 1 | 300
compound gates | 1 | 410
-- flip-flops by register name (all words and copies together) (netlist names) --
signal            count
signal_Cap_Two.Q      1
div.clk_out           1
div.counter          28
signal_Cap_One.Q      1
-- cell usage in the layout (no fill, tap or decap), drive strengths merged, types with 2 or more instances in the layout --
cell           Yosys  routed
clkbuf             0       7
clkdlybuf4s50      0       2
conb               1      24
dfxtp             31      31
ha                 3       3
inv                3       3
nor2               2       2
nor2b              4       4
nor4               7       7
-- worst min-delay path by stage --
stage	start	endpoint	slack [ps]	depth (start not counted)
6_report	div.counter[3]	div.clk_out	540	1
5_1_grt	div.counter[3]	div.clk_out	570	1
4_1_cts	div.counter[3]	div.clk_out	540	1
-- per-layer routing --
metal  track usage [%]  vias up  wire length, um
met5                 0        -                0
met1              3.31      193              485
met3              1.50        4               67
li1                  -      250                -
met4             0.870        0               20
met2              3.57        8              398
-- what timing repair did --
action / 4_1_cts / 5_1_grt
resized: 0 / 2
endpoints found under the hold margin: 0 / 0
setup endpoints to repair: 0 / 2
-- final cells by class --
type,instances,area [sq um]
well taps,52,65.1
inverters,3,11.3
clock buffers,7,86.3
clock inverters,1,30.0
fillers,429,3260
multi-input cells,50,317
repair buffers,2,20.0
flip-flops and latches,31,621
Power and IR drop assume default switching activity.
