===== ./design.v =====
`timescale 1ns / 1ps
module integral_adder 
    #(parameter I =10000)(input rst, input x, input clk, 
    output reg [19:0] ki_add, output reg [19:0] ki_sub
    );
    reg [19:0] adder = 0;
    always @ (*) begin
        if (!rst) begin 
            ki_sub =0;
            ki_add = I;
        end
        else begin 
            if (adder ==0) begin
                ki_sub = 0; 
                ki_add = adder +I;
            end
            else begin
                ki_sub = adder -I;
                ki_add = adder + I;
            end
        end
    end 
    always @ (posedge clk or negedge rst) 
    begin 
        if (!rst) begin
            adder <= 0; 
        end   
        else begin 
            if (x) begin 
                if ((adder + I) >= 1048575)
                    adder <= 1048575 - I;
            else
                adder <= adder + I; 
            end
            else if (adder < I) 
                adder <= 0;
            else if (adder != 0)  
               adder <= adder - I;
        end
   end
endmodule
`timescale 1ns / 1ps
module pi_filter
    (
    input rst,x,clk, output reg [19:0] dac
    );
    localparam [19:0] p_gain = 5;
    wire [19:0] ki_add;
    wire [19:0] ki_sub;
    integral_adder integral_adder
        (.rst(rst),.x(x),.clk(clk),.ki_add(ki_add),.ki_sub(ki_sub)
        );
    always @ (posedge clk or negedge rst)
    begin  
        if (!rst) 
            dac <=0;
        else begin 
            if (x) begin 
                if ((dac + ki_add) >= 1048575 )
                    dac <= 1048575;
                else
                    dac <= ki_add + p_gain;
                end 
            else if (!x) begin 
                if (ki_sub < p_gain)
                    dac <= 0; 
                else 
                    dac <= ki_sub - p_gain;
            end
        end
    end
endmodule

===== ./run.sh =====
#!/bin/bash
# OpenROAD 26Q1-2900-gdf79404cd8, Yosys 0.63+post, stock flow scripts
make -C /OpenROAD-flow-scripts/flow DESIGN_CONFIG=/design/flow/config.mk WORK_HOME=/design/flow/orfs finish

===== ./config.mk =====
export PLATFORM = sky130hd
export DESIGN_NAME = pi_filter
export DESIGN_NICKNAME = pi_filter
export VERILOG_FILES = /design/flow/design.v
export SDC_FILE = /design/flow/constraint.sdc
export NUM_CORES = 4
export LEC_CHECK = 1
export CORE_UTILIZATION = 30

===== ./constraint.sdc =====
current_design pi_filter

set clk_period 5.3
set clk_io_pct 0.2

create_clock -name clk0 -period $clk_period [get_ports {clk}]

set non_clock_inputs [all_inputs -no_clocks]
set_input_delay [expr $clk_period * $clk_io_pct] -clock clk0 $non_clock_inputs
set_output_delay [expr $clk_period * $clk_io_pct] -clock clk0 [all_outputs]

==> results.sh <==
# yosys + openroad results
export IMPL_fin_skew_ns=0.006906
export IMPL_r2r_start="integral_adder.adder[4]$_DFFE_PN0P_"
export IMPL_setup_viol=0
export IMPL_status="complete, no violations"
export IMPL_dpl_worst_slack_ns=-0.08980
export IMPL_first_global_vias=4151
export IMPL_setup_slack_ns=0.3882
export IMPL_row_count=44
export IMPL_synth_cell_type_count=83
export IMPL_antenna_left=0
export IMPL_end_kind="register"
export IMPL_syn_cell_area_sq_um=4514
export IMPL_ys_chip_area_sq_um=4514
export IMPL_final_cell_mix="nand2_1 (48), nor2_1 (38), xnor2_1 (37)"
export IMPL_path_class="reg -> reg"
export IMPL_placed_cell_area_sq_um=4897
export IMPL_cts_sinks=36
export IMPL_synthCells=560
export IMPL_worst_ep_required_time_ns=5.50
export IMPL_io_buffer_count=22
export IMPL_layout_drive_gt1_share_pct=10.21
export IMPL_design_area_sq_um=5085
export IMPL_syn_avg_cell_area_sq_um=8.061
export IMPL_dr_pass1_iters=6
export IMPL_async_flop_share_pct=100.0
export IMPL_fp_dieH_um=124.7
export IMPL_peakVddDrop_v=0.0001745
export IMPL_numCtsBuffers=5
export IMPL_grt_overflow=0
export IMPL_cts_buffer_depth=2
export IMPL_r2r_setup_slack_ns=0.39
export IMPL_yosysWarnings=2
export IMPL_cellLeakagePower_nw=1.949
export IMPL_cts_root_buf="clkbuf_16"
export IMPL_ys_cells=560
export IMPL_fin_crit_ns=4.912
export IMPL_cp_start_kind="register"
export IMPL_maxCapViolCount=0
export IMPL_antenna_cells=0
export IMPL_p_total_mw=3.434
export IMPL_ios=23
export IMPL_seq_area_frac_synth_pct=19.96
export IMPL_grt_pass1_wl_um=21580
export IMPL_via_count=4459
export IMPL_track_usage_pct=17.16
export IMPL_edf_count=0
export IMPL_lay_top_count="nand2_1"
export IMPL_setup_tns_ns=0
export IMPL_timing_fmax_ghz=0.2036
export IMPL_period_used_pct=92.68
export IMPL_cts_max_level=2
export IMPL_hold_violations=0
export IMPL_slew_violations=0
export IMPL_viasPerCell=5.930
export IMPL_min_path_type="in -> async"
export IMPL_worst_pin_slew_ns=0.8981
export IMPL_n_fill_cell=1452
export IMPL_syn_to_final_growth_pct=12.64
export IMPL_wirelength_um=12910
export IMPL_fp_coreArea_sq_um=14590
export IMPL_die_area_sq_um=15540
export IMPL_dpl_hpwl_um=9981
export IMPL_gp_congestion=0.9384
export IMPL_cts_tree="done"
export IMPL_wl_per_cell_um=17.17
export IMPL_grt_max_degree=35
export IMPL_rsz0062_at_grt="false"
export IMPL_drt_iter0_drc=524
export IMPL_cts_repair_resized=0
export IMPL_chipWidth_um=124.7
export IMPL_tool_warnings=30
export IMPL_initial_core_util_pct=30.94
export IMPL_flop_cell="dfrtp_1"
export IMPL_drcViolationCount=0
export IMPL_antenna_found_initial=0
export IMPL_ys_ff=36
export IMPL_p_per_area_nw_per_um2=675.4
export IMPL_cp_max_fo=15
export IMPL_insertion_delay_ns=0.28
export IMPL_arrival_ns=5.11
export IMPL_slew_headroom_pct=39.84
export IMPL_worstSetupStartpoint="integral_adder.adder[4]$_DFFE_PN0P_"
export IMPL_clk_pin_slew_ns=0.06
[per-layer routing]
metal  track usage, %  wire length [um]
met2            27.27              5848
met5                0                 0
met3            1.883               712
met1            25.76              6149
met4            2.622               199
[worst max-delay path: stages, from the launching register on]
cell and delay (ns):
dfrtp_1 0.61, inv_1 0.20, ha_1 0.41, inv_1 0.11, nor2_1 0.31, ha_1 0.29
nand2_1 0.11, o32ai_1 0.53, a221oi_1 0.23, maj3_1 0.40, o41a_1 0.45, maj3_2 0.35
a211oi_2 0.29, a31oi_2 0.12, buf_4 0.23, a31oi_1 0.18
[stage by stage]
step	util [%]	hold slack [ns]	cells
2_1_floorplan	-	0.5755	560
3_3_place_gp	33.57	0.6509	743
3_5_place_dp	33.57	0.6671	743
4_1_cts	34.72	0.6372	751
5_1_grt	34.85	0.6462	752
6_report	34.85	0.6432	752
[report_power, final]
part,internal [mW],switching (mW)
Clock,0.221,0.117
Combinational,1.08,1.38
Sequential,0.390,0.250
[synth_stat cells (all sizes together) (6+ instances only)]
cell type   n  area (sq um)
ha         23         287.8
xnor2      37         324.1
buf         9         70.07
o2111ai     6         58.80
inv        24         90.09
nor2       38         142.6
nand2      48         180.2
a221o       8         80.08
nand2b      6         37.54
clkbuf     30         112.6
nand4       8         50.05
a21o        6         45.04
o31a        6         52.55
a22o        6         52.55
dfrtp      36         900.9
nor3b       6         45.04
nor4        7         73.82
o211ai      8         60.06
o21ai      31         166.4
nand3      17         85.08
xor2       18         157.7
and2        7         43.79
and3        6         37.54
a31oi      21         193.9
nor3        9         50.05
a211oi     10         80.07
a21oi      36         183.9
[flip-flops by register name (all words and copies together) (netlist names)]
signal and count:
dac 19, integral_adder.adder 17
[area by class of cell]
class | count | area [sq um] | share of cell area [%]
Inverter | 24 | 90.09 | 1.772
Tap cell | 184 | 230.2 | 4.528
Clock buffer | 5 | 125.1 | 2.461
Sequential cell | 36 | 900.9 | 17.72
Clock inverter | 3 | 42.54 | 0.8366
Timing Repair Buffer | 39 | 355.3 | 6.988
Multi-Input combinational cell | 461 | 3341 | 65.70
[kinds of logic (layout without fill, tap and decap cells)]
| group | Yosys count | after routing | synth area share, % |
|---|---|---|---|
| AND/OR/NAND/NOR | 179 | 179 | 21.37 |
| AND-OR/OR-AND | 195 | 195 | 33.23 |
| adder cells (fa/ha/maj) | 28 | 28 | 7.733 |
| buffers and inverters | 63 | 71 | 6.042 |
| XOR/XNOR | 55 | 55 | 10.67 |
| flip-flops | 36 | 36 | 19.96 |
| multiplexers | 4 | 4 | 0.9977 |
[path summary, 6_finish.rpt]
path / to / cells after the start
worst max-delay path: dac[7]$_DFF_PN0_ / 15
worst min-delay path: integral_adder.adder[7]$_DFFE_PN0P_ / 1
worst max register to register: dac[7]$_DFF_PN0_ / 15
worst min register to register: integral_adder.adder[9]$_DFFE_PN0P_ / 1
max in group asynchronous: dac[19]$_DFF_PN0_ / 3
min in group clk0: integral_adder.adder[9]$_DFFE_PN0P_ / 1
[what timing repair did]
action | 4_1_cts | 5_1_grt
setup buffers | 0 | 1
hold buffers | 0 | 0
endpoints found under the setup margin | 0 | 18
hold endpoints to repair | 0 | 0
